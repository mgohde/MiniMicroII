[design.v]
module instructioncache(memdat, addr, clk, rst, wt, DATOUT, OUTADDR, OUTWAIT);
input [15:0] memdat;
input [31:0] addr;
input clk;
input rst;
input wt;
output [63:0] DATOUT;
output [31:0] OUTADDR;
output OUTWAIT;
reg [31:0] outAddr;
assign OUTADDR=outAddr;
reg [63:0] iCache [0:63]; 
reg [31:0] tags [0:63];
wire [5:0] lineSel;
instructionhasher hash(addr, lineSel);
wire [31:0] curLine;
assign curLine=tags[lineSel];
assign DATOUT=iCache[lineSel];
assign OUTWAIT=~((addr>=tags[lineSel])&&(addr<(tags[lineSel]+4)));
reg [3:0] stateCtr;
always@(posedge clk) begin
	if(OUTWAIT) begin
		if(stateCtr==0) begin
			outAddr<=addr;
			if(~wt) begin
				stateCtr<=stateCtr+1;
			end
		end
		else if(stateCtr==1) begin
			iCache[lineSel][15:0]<=memdat;
			outAddr<=addr+1;
			if(~wt) begin
				stateCtr<=stateCtr+1;
			end
		end
		else if(stateCtr==2) begin
			iCache[lineSel][31:16]<=memdat;
			outAddr<=addr+2;
			if(~wt) begin
				stateCtr<=stateCtr+1;
			end
		end
		else if(stateCtr==3) begin
			iCache[lineSel][47:32]<=memdat;
			outAddr<=addr+3;
			if(~wt) begin
				stateCtr<=stateCtr+1;
			end
		end
		else if(stateCtr==4) begin
			iCache[lineSel][63:48]<=memdat;
			tags[lineSel]<=addr;
			if(~wt) begin
				stateCtr<=0;
			end
		end
	end
end  
reg [10:0] i;
initial begin
   for(i=0;i<64;i=i+1) begin
      tags[i]=32'hF0000000;
   end
   stateCtr=0;
end
endmodule
module instructionhasher(
	addr,
	OUT
	);
input [31:0] addr;
output [5:0] OUT;
wire [28:0] adjustedAddr;
assign adjustedAddr=addr[31:2];
assign OUT=adjustedAddr%64;  
endmodule
[run.sh]
#!/bin/bash
# OpenROAD 26Q1-2900-gdf79404cd8, Yosys 0.63+post, stock flow scripts
make -C /OpenROAD-flow-scripts/flow DESIGN_CONFIG=/design/flow/config.mk WORK_HOME=/design/flow/orfs finish
[config.mk]
export PLATFORM = sky130hd
export DESIGN_NAME = instructioncache
export DESIGN_NICKNAME = instructioncache
export VERILOG_FILES = /design/flow/design.v
export SDC_FILE = /design/flow/constraint.sdc
export NUM_CORES = 4
export LEC_CHECK = 1
export CORE_UTILIZATION = 30
export SYNTH_MEMORY_MAX_BITS = 65536
[constraint.sdc]
current_design instructioncache

set clk_period 103.5
set clk_io_pct 0.2

create_clock -name clk0 -period $clk_period [get_ports {clk}]

set non_clock_inputs [all_inputs -no_clocks]
set_input_delay [expr $clk_period * $clk_io_pct] -clock clk0 $non_clock_inputs
set_output_delay [expr $clk_period * $clk_io_pct] -clock clk0 [all_outputs]
==> COMMIT_EDITMSG <==
Record implementation results from latest flow run

- The global route stage reports its total congestion overflow as 0.
- Clock latency on the worst-skew pair: between 1 and 1.5 ns
* Final Power: 5.14 mW
- Note that the worst hold path type here is reg -> reg.
- Kind of start point of the critical path: input pin
- Weighted congestion reported at the end of routability-driven placement: between 0.9 and 1
- Number of warnings the tools reported: 54
* Post-detailed-routing wire length: 830000 um
* Register area share after synthesis: between 70% and 80%
- In the final routed layout, each cell accounts on average for 34.0 um.
* First DRT Iteration DRCs: about 11000
* Final-layout fill cell count: ~70000
- The final report lists a non-filler cell total of approximately 24000.
- The region available for standard cell placement spans 778000 um^2.
- CTS tree: yes
- The report lists the number of standard-cell rows as about 320.
- Synthesis-to-layout area growth: 15.7%
- The flow ran to the end, and the final reports show no timing, DRC or antenna violations.
- Looking at the setup timing report, the critical path kind is in -> out.
* Total DRC errors in the routed layout: 0
- Maximum operating frequency: 0.0198 GHz
- CTS placed an instance of sky130_fd_sc_hd__clkbuf_16 at the clock tree root.
* # resized after CTS: 0
* Routed vias/inst: 5.60
* Total power per unit cell area: 19.0 nW/um^2
- Ratio of final minimum period to clock period: about half
* WP data arrival: between 20 and 30 ns
- Setup violators final: 0
- Synthesis instantiated around 95 different standard cells from the library.
- Registers are responsible for 53.6% of the overall power.
- In the final run the clock tree shows a worst skew of between 0.07 and 0.08 ns.
* Number of buffers between clock root and the deepest sink: 4
* Measured slew at the worst slew-check pin: roughly 1.1 ns
- The synth_stat.txt file lists the number of cells as 13000.
* Number of nets with antenna violations after detailed routing: 0
- The number of hold buffers added after CTS was 0.
* Cell total after placement: around 23000
- Net switching is 22.8% of the power.
- The H-tree was split into 6 levels.
- Cell Area, Placed: between 200000 and 300000 um^2
* Max-slew violation count: 0
- Pin count of the biggest net entering global routing: 130
- Port Buffer Count: about 150
- Number of global-route vias before repair: ~140k
- Final Worst Setup Slack: roughly 53 ns
- The net switching power in the latest report is between 1 and 1.5 mW.
- Fin Setup TNS: 0 ns
- Final standard cell utilization of the core: a little over a third
* Dominant Register Cell: sky130_fd_sc_hd__edfxtp_1
* Final critical-path required period: slightly above 50 ns
- Number of antenna violations at the first check in global routing: between 60 and 70
- Clock input transition at the sequential cells of the worst setup and hold paths: about 0.060 ns
- All-layer global routing usage: 22.1%
- Per the post-place timing report, worst setup slack is 53.10 ns.
- Setup repair after global routing left no endpoint under its margin.
- Clock tree sinks: slightly above 6000
- Per the detail_route report, the via count comes to around 140k.
- Die Outline Area: between 700000 and 800000 um^2
- After clock tree synthesis, the setup repair step added 0 buffers.
- Tally of yosys warning messages: 1
* Number of buffers added by the clock tree synthesis step: slightly below 600
- From left edge to right edge, the die measures between 800 and 900 um.
- In the floorplan report the effective utilization is between 30% and 40%.
- First-pass GRT wire length: between 1000000 and 1500000 um
- The clock network accounts for between 40% and 50% of the total power.
- Fraction of final layout cells with drive strength greater than 1: 17.0%
- Ys flops: 6180
* Average footprint of a synthesized cell: between 15 and 20 um^2
* Critical path capture point type: primary output
- Post-layout instance area: around 270000 um^2
* Cell area after technology mapping: around 230000 um^2
- Summed over all cells, the static leakage comes to 82.6 nW.
* Count of maximum capacitance violations: 0
* Internal portion of total power: approximately 4 mW
* Final number of hold-violating endpoints: 0
- Data on the critical path is required at its endpoint by between 80 and 90 ns.
- Share of flip-flops with an asynchronous set or reset: 0%
- In this run the count of I/O pins placed on the die edge is approximately 150.
- In the log, the iteration count for the first detailed-route pass is 8.
- Cells after Synth: about 13000
* Largest fanout of any net on the critical path: about 63
* Post-synth tally of flip-flops with integrated enable: around 6000
- Hold is met by approximately 0.7 ns.
- Relative contribution of combinational cells to total power: around 6%
- Worst IR drop on VDD: ~0.018 mV
- YS chip area: approximately 230000 um^2
* Die Height: about 900 um
- Half-perimeter wire length of the detailed placement result: between 400000 and 500000 um
- Slew headroom: just under 30%
[power groups by stage]
| stage | sequential [mW] | clock (mW) | combinational (mW) |
|---|---|---|---|
| CTS | 2.76 | 2.09 | 0.305 |
| global route | 2.75 | 2.19 | 0.325 |
| finish | 2.76 | 2.08 | 0.309 |
[path summary, 6_finish.rpt]
path / from / endpoint / slack [ns] / depth (start not counted)
setup / recovery: addr[3] / OUTWAIT / 52.90 / 25
hold / removal: stateCtr[1]$_DFFE_PP_ / stateCtr[1]$_DFFE_PP_ / 0.70 / 2
setup reg to reg: tags[9][11]$_DFFE_PP_ / tags[49][15]$_DFFE_PP_ / 94.70 / 21
hold reg to reg: stateCtr[1]$_DFFE_PP_ / stateCtr[1]$_DFFE_PP_ / 0.70 / 2
[routing by layer]
layer	track usage [%]	vias up	part of all wire, %
li1	-	55700	-
met1	21.2	67300	29
met2	30.6	11500	43
met3	22.1	2092	22
met4	9.34	147	5.2
met5	4.77	-	0.55
[cells by family after synthesis]
kind of cell               synth area share [%]
xor gates and xnor gates                  0.221
and+or+nand+nor                            2.62
AOI/OAI and AO/OA                          11.4
buffers and inverters                      2.00
adders and majority gates                 0.385
muxes                                      4.11
other                                   0.00160
DFF                                        79.2
[cell usage after synthesis, types with 47 or more instances]
library cell / count / area [um^2]
sky130_fd_sc_hd__a21oi_1: 584 / 2920
sky130_fd_sc_hd__a221o_1: 57 / 571
sky130_fd_sc_hd__a221oi_1: 571 / 5000
sky130_fd_sc_hd__a22o_1: 232 / 2030
sky130_fd_sc_hd__a22oi_1: 1374 / 10300
sky130_fd_sc_hd__a31oi_1: 173 / 1080
sky130_fd_sc_hd__a41oi_1: 82 / 718
sky130_fd_sc_hd__buf_1: 161 / 604
sky130_fd_sc_hd__buf_2: 224 / 1120
sky130_fd_sc_hd__buf_4: 104 / 781
sky130_fd_sc_hd__clkbuf_1: 391 / 1470
sky130_fd_sc_hd__edfxtp_1: 6180 / 186000
sky130_fd_sc_hd__ha_1: 72 / 901
sky130_fd_sc_hd__mux2_2: 235 / 2650
sky130_fd_sc_hd__mux2i_1: 373 / 3730
sky130_fd_sc_hd__mux4_2: 143 / 3220
sky130_fd_sc_hd__nand2_1: 467 / 1750
sky130_fd_sc_hd__nand3_1: 68 / 340
sky130_fd_sc_hd__nand4_1: 168 / 1050
sky130_fd_sc_hd__nor2_1: 318 / 1190
sky130_fd_sc_hd__o21ai_0: 177 / 886
sky130_fd_sc_hd__o221ai_1: 54 / 473
sky130_fd_sc_hd__o22ai_1: 125 / 782
sky130_fd_sc_hd__xnor2_1: 47 / 412
[cell type report]
type / count / area, um^2 / area share [%]
diodes: 84 / 210 / 0.0776
flip-flops and latches: 6180 / 186000 / 68.5
clock buffers: 753 / 15700 / 5.80
clock inverters: 298 / 2450 / 0.904
repair buffers: 1006 / 8240 / 3.04
well taps: 10300 / 12800 / 4.74
multi-input cells: 5813 / 45800 / 16.9
inverters: 27 / 120 / 0.0443
[sequential cells by signal, summed over array words and instances, names as in the netlist]
register	flops
iCache	4096
tags	2048
outAddr	32
stateCtr	4
[cell usage in the layout, fill, tap and decap left out, drive strengths merged, types with 72 or more instances in the layout]
master,netlist,layout
a22o,232,232
a21oi,584,584
diode,0,84
edfxtp,6180,6180
nand2,468,468
o22ai,125,125
nor2,319,319
ha,72,72
clkinv,2,241
a31oi,173,173
o21ai,178,178
buf,538,891
clkbuf,392,770
mux2,236,236
mux4,144,144
nand4,168,168
a221oi,571,571
a22oi,1374,1374
mux2i,373,373
clkdlybuf4s50,0,98
a41oi,82,82
[critical path: stages]
cell                              delay (ns)
sky130_fd_sc_hd__buf_8                  0.40
sky130_fd_sc_hd__buf_4                  0.39
sky130_fd_sc_hd__buf_4                  0.45
sky130_fd_sc_hd__and2_4                 0.56
sky130_fd_sc_hd__buf_4                  0.59
sky130_fd_sc_hd__buf_4                  0.64
sky130_fd_sc_hd__buf_4                  0.51
sky130_fd_sc_hd__a221oi_1               0.18
sky130_fd_sc_hd__o22ai_1                0.29
sky130_fd_sc_hd__a22oi_1                0.17
sky130_fd_sc_hd__and4_1                 0.35
sky130_fd_sc_hd__nand3b_1               0.27
sky130_fd_sc_hd__nor4_4                 0.66
sky130_fd_sc_hd__and3b_1                0.45
sky130_fd_sc_hd__xor2_1                 0.19
sky130_fd_sc_hd__ha_1                   0.26
sky130_fd_sc_hd__nor2b_1                0.14
sky130_fd_sc_hd__o21ai_0                0.17
sky130_fd_sc_hd__nand2b_1               0.10
sky130_fd_sc_hd__a21oi_1                0.18
sky130_fd_sc_hd__o211ai_1               0.14
sky130_fd_sc_hd__a31oi_4                0.16
sky130_fd_sc_hd__buf_4                  0.55
sky130_fd_sc_hd__nand2_1                0.57
sky130_fd_sc_hd__clkdlybuf4s50_1        0.56
Power figures rest on the tool's default switching activity, not on a simulated workload.
