==> flow/run.sh <==
#!/bin/bash
# OpenROAD 26Q1-2900-gdf79404cd8, Yosys 0.63+post, stock flow scripts
make -C /OpenROAD-flow-scripts/flow DESIGN_CONFIG=/design/flow/config.mk WORK_HOME=/design/flow/orfs finish
==> flow/config.mk <==
export PLATFORM = sky130hd
export DESIGN_NAME = dispatchu
export DESIGN_NICKNAME = dispatchu
export VERILOG_FILES = /design/flow/design.v
export SDC_FILE = /design/flow/constraint.sdc
export NUM_CORES = 4
export LEC_CHECK = 1
export CORE_UTILIZATION = 40
==> flow/constraint.sdc <==
current_design dispatchu

set clk_period 8.7
set clk_io_pct 0.2

create_clock -name clk0 -period $clk_period [get_ports {CLK}]

set non_clock_inputs [all_inputs -no_clocks]
set_input_delay [expr $clk_period * $clk_io_pct] -clock clk0 $non_clock_inputs
set_output_delay [expr $clk_period * $clk_io_pct] -clock clk0 [all_outputs]
==> flow/design.v <==
module comparator(
  A,
  B,
  greater,
  less,
  same
  );
input [15:0] A;
input [15:0] B;
output greater;
output less;
output same;
assign greater=A>B;
assign same=A==B;
assign less=~(greater||same);  
endmodule
module dispatchu(
  CLK,
  MEMDAT,
  ADAT,
  BDAT,
  CDAT,
  addr,
  memOut,
  memWrite,
  Cout,
  cWrite,
  Asel,
  Bsel,
  Csel,
  intPipeOp,
  intPipeA,
  intPipeB,
  intPipeC
  );
input CLK;
input [15:0] MEMDAT;
input [15:0] ADAT;
input [15:0] BDAT;
input [15:0] CDAT;
output [31:0] addr;
output [15:0] memOut;
output memWrite;
output [15:0] Cout;
output cWrite;
output [2:0] Asel;
output [2:0] Bsel;
output [2:0] Csel;
output [3:0] intPipeOp;
output [2:0] intPipeA;
output [2:0] intPipeB;
output [2:0] intPipeC;
reg stkpInc, stkpDec, stkpWrite;
wire [31:0] ABBus;
wire [31:0] stkPtrBus;
pointer stackPointer(CLK, stkpInc, stkpDec, ABBus, stkpWrite, stkPtrBus);
reg pcWrite;
wire pcInc, pcDec;
wire [31:0] PCBus;
wire [31:0] pcInputBus [1:0];
wire [31:0] extendedMemoryInputBus;  
assign extendedMemoryInputBus[31:16]=0;
assign extendedMemoryInputBus[15:0]=MEMDAT;
assign pcInputBus[0]=ABBus;
assign pcInputBus[1]=extendedMemoryInputBus;
reg pcInputSel;
pointer programCounter(CLK, pcInc, pcDec, pcInputBus[pcInputSel], pcWrite, PCBus);
assign ABBus[31:16]=ADAT;
assign ABBus[15:0]=BDAT;
reg [15:0] memOutReg;
assign memOut=memOutReg;
wire [31:0] addrMux[0:2];
assign addrMux[0]=PCBus;
assign addrMux[1]=ABBus;
assign addrMux[2]=stkPtrBus;
reg [1:0] addrMuxSelector;
assign addr=addrMux[addrMuxSelector];
reg [15:0] curVals;
wire [6:0] op;
wire [2:0] a;
wire [2:0] b;
wire [2:0] c;
assign op=curVals[15:9];
assign a=curVals[8:6];
assign b=curVals[5:3];
assign c=curVals[2:0];
assign Asel=a;
assign Bsel=b;
assign Csel=c;
assign intPipeA=a;
assign intPipeB=b;
assign intPipeC=c;
wire [15:0] cOutMux[2:0];
reg [1:0] cSelector;
assign cOutMux[0]=MEMDAT;
assign cOutMux[1]=curVals[14:0];
assign cOutMux[2]=stkPtrBus[15:0];
assign Cout=cOutMux[cSelector];
wire load, store, branch, cmp, stack, ldl, call, intOp;
optyper ot(op, load, store, branch, cmp, stack, ldl); 
assign intOp=(~load)&&(~store)&&(~branch)&&(~cmp)&&(~stack)&&(~ldl);
wire [3:0] intPipeOpSelector[3:0];
assign intPipeOpSelector[0]=0;
assign intPipeOpSelector[1]=op[3:0];
assign intPipeOp=intPipeOpSelector[intOp];
wire fetchNextOp;
assign fetchNextOp=intOp;
wire greater, less, same;
comparator comp(ADAT, BDAT, greater, less, same);
reg gFlag, lFlag, sFlag;
reg memWriteReg;
assign memWrite=memWriteReg;
reg stateReg;
reg cWriteReg;
assign cWrite=cWriteReg;
assign pcInc=~stateReg&&fetchNextOp;
assign pcDec=0;
always@(posedge CLK) begin
  if(stateReg) begin  
    stateReg<=1'b0;
    addrMuxSelector<=0;
    if(op!=44&&op!=45) begin
      curVals<=0;  
    end
    if(op==44) begin  
    end
    else if(op==45) begin  
      pcWrite<=0;
    end
    else if(stack) begin  
      if(store) begin
	memWriteReg<=0;
	stkpDec<=0;
      end
      else begin
	stkpInc<=0;
	cWriteReg<=1;
      end
    end
    else if(~stack) begin
      if(store) begin
	memWriteReg<=0;
      end
      else begin  
	cWriteReg<=0;
      end
    end
  end  
  else begin 
    if(fetchNextOp) begin
      addrMuxSelector<=2'b00;
      curVals<=MEMDAT;
      cWriteReg<=0;
      stkpWrite<=0;
      pcInputSel<=0;
    end
    else if(ldl) begin
      curVals<=0; 
      cSelector<=1;
      cWriteReg<=1;
    end
    else if(cmp) begin
      curVals<=0; 
      gFlag<=greater;
      lFlag<=less;
      sFlag<=same;
    end
    else if(branch) begin
      if(op==51) begin 
	pcWrite<=1;
	curVals<=0;  
      end
      else if(op==52) begin  
	if(same) begin
	  pcWrite<=1;
	  curVals<=0;  
	end
	else begin
	  curVals<=MEMDAT;
	end
      end
      else if(op==53) begin  
	if(greater) begin
	  pcWrite<=1;
	  curVals<=0;
	end
	else begin
	  curVals<=MEMDAT;
	end
      end
      else if(op==54) begin  
	if(less) begin
	  pcWrite<=1;
	  curVals<=0;
	end
	else begin
	  curVals<=MEMDAT;
	end
      end
    end
    else if(op==40) begin  
      cSelector<=2;
      cWriteReg<=1;
      curVals<=0;
    end
    else if(op==41) begin  
      stkpWrite<=1;
      curVals<=0;
    end
    else if(op==44) begin  
      addrMuxSelector<=2'b10;
      stkpDec<=1;
      memOutReg<=PCBus[15:0];  
      memWriteReg<=1;
    end
    else if(op==55) begin  
      stkpInc<=1;
      addrMuxSelector<=2'b10;
      pcInputSel<=1;  
      pcWrite<=1;
      curVals<=MEMDAT;
    end
    else if(stack) begin
      stateReg<=1;
      addrMuxSelector<=2'b10;
      if(store) begin
	memWriteReg<=1'b1;
	stkpDec<=1;
	memOutReg<=CDAT;
      end
      else begin
	stkpInc<=1;
      end
    end
    else if(~stack) begin
      stateReg<=1;
      addrMuxSelector<=2'b01;
      if(store) begin
	memWriteReg<=1'b1;
	memOutReg<=CDAT;
      end
      else begin
	cSelector<=0;
	cWriteReg<=1;
      end
    end
  end  
end
initial begin
  curVals<=0;
  addrMuxSelector<=0;
  stateReg<=0;
  memWriteReg<=0;
  memOutReg<=0;
  cSelector<=0;
  cWriteReg<=0;
  pcWrite<=0;
end
endmodule
module optyper(
	OP,
	load,
	store,
	branch,
	cmp,
	stack,
	ldl 
	);
input [6:0] OP;
output load;
output store;
output branch;
output cmp;
output stack;
output ldl;
assign ldl=(OP==64)||stack;
assign stack=(OP>39)&&(OP<47);
assign branch=(OP>50)&&(OP<55);
assign load=(OP==60)||(OP==43);
assign store=(OP==61)||(OP==42);
assign cmp=(OP==50);
endmodule
module pointer(
	CLK,
	INCREMENT,
	DECREMENT,
	NEWV,
	WRITE,
	out
	);
input CLK;
input INCREMENT;
input DECREMENT;
input [31:0] NEWV;
input WRITE;
output [31:0] out;
reg [31:0] val;
assign out=val;
always@(negedge CLK) begin
	if(~WRITE&&INCREMENT) begin
		val<=val+1;
	end
	else if(~WRITE&&DECREMENT) begin
	  val<=val-1;
	end
	else if(WRITE) begin
		val<=NEWV;
	end
end
initial begin
	val=0;
end
endmodule
==> impl_metrics.tcl <==
# yosys + openroad results
set metrics [dict create \
    cts_sinks 108 \
    leakage_uw 0.004010 \
    path_max_fanout 13 \
    rows 52 \
    cts_hold_buf 0 \
    initial_utilization_pct 41.44 \
    internal-power_uw 1936 \
    crit_required_ns 6.96 \
    common_cells "nand2_1, edfxtp_1, o21ai_0, clkbuf_1, nand3_1" \
    synth_area_sq_um 8493 \
    drc 0 \
    tns_ns 0 \
    peakVddDrop_mv 0.2843 \
    clk_latency_ns 0.42 \
    drtIter0Drc 713 \
    first_pass_iters 5 \
    drv_cap 0 \
    place_inst 1346 \
    ys_seq_share_pct 37.83 \
    syn_inst 998 \
    area_delta_synth_final_pct 25.24 \
    yosys_warnings 10 \
    most_common_cell "nand2_1" \
    stdcell_count 1425 \
    root_buffer "clkbuf_16" \
    top_cell_area_share_pct 37.12 \
    final-hold-violation-count 0 \
    grt_pass1_wl_microns 46090 \
    clockPowerShare_pct 16.3 \
    clock_skew_ns 0.06394 \
    p_per_area_nw_per_um2 321.1 \
    cts_buffer_depth 2 \
    grt_usage_pct 29.08 \
    cts_buffers 9 \
    antenna_found_initial 0 \
    detail_route.wl_per_cell_microns 21.26 \
    cp-end-kind "primary output" \
    core_area_sq_um 20490 \
    synth-main-ff-cell "edfxtp_1" \
    numSynthFlops 108 \
    yosys_area_sq_um 8493 \
    startpoint_type "flop" \
    setup_viol 0 \
    hp-class "reg2reg" \
    avgSynthCellArea_sq_um 8.510 \
    warnings 92 \
    drive_above_1_share_pct 6.320 \
    grt_pass1_vias 7919 \
    insertedDiodeCount 0 \
    cts_resized 0 \
    cts_tree "yes" \
    postCtsSetupBuffers 0 \
    synth.area.top_cells "edfxtp_1, o21ai_0, a22oi_1, nand2_1, nand3_1" \
    pwr-share-comb_pct 46.1 \
    cp.arrival_ns 6.39 \
    grt_max_degree 58 \
    grt.overflow.total 0 \
    fp.dieW_microns 147.7 \
    slew-limit-headroom_pct 48.30 \
    synth_cell_types 70 \
    slew_viol_final 0 \
    ant_nets 0 \
    seq_power_share_pct 37.7 \
    port_buffers 152 \
    tightest_slew_ns 0.7754 \
    ios 153 \
    rsz0062_at_grt "false" \
    fp.dieH_microns 147.7 \
    status "completed" \
    synth-edff-count 105 \
    h-tree-depth 3 \
    synthArstFlopShare_pct 0 \
    totalWireLength_microns 30300 \
    yosys_cells 998 \
    cts.clk_slew.worst_paths_ns 0.08 \
    utilization_pct 51.90 \
    dp_hpwl_microns 22280 \
    power.switching_uw 1479 \
    synth_area_leader_cell "edfxtp_1" \
    vias 8518 \
    chip_area_sq_um 21820 \
    via_per_inst 5.978 \
    power_switching_share_pct 43.30 \
    place_congestion 0.9570 \
    critPathKind "reg2out" \
]
-- worst max-delay path, stage by stage (launching register included) --
cell and delay (ns):
edfxtp_1 0.65, a22oi_1 0.17, o21ai_0 0.27, clkdlybuf4s50_1 0.53
-- logic make-up after synthesis --
kind of cell,after synthesis,synth area share (%)
and+or+nand+nor,368,22.05
AOI/OAI and AO/OA,291,21.38
buffers and inverters,131,6.747
DFF,108,37.83
xor gates and xnor gates,45,4.641
muxes,31,3.919
adders and majority gates,23,3.388
other,1,0.04415
-- layout by cell type, fill, tap and decap left out, types with 14 or more instances in the layout --
cell / instances
nand3_1: 62
ha_1: 23
and3_1: 17
a22oi_1: 57
clkdlybuf4s50_1: 152
o22ai_1: 19
xnor2_1: 17
nand4_1: 18
xor2_1: 28
or3_1: 14
a21oi_1: 57
nor2_1: 60
nand2_1: 109
inv_1: 96
nor3_1: 22
o21ai_0: 97
edfxtp_1: 105
buf_4: 22
mux2_2: 18
-- stage by stage --
stage          instance area (sq um)  hold WS [ns]  setup WS, ns  total power, uW
2_1_floorplan                   8493        0.4791         1.715             2132
3_3_place_gp                   10090        0.5125         1.027             2884
3_5_place_dp                   10090        0.5183        0.9981             2879
4_1_cts                        10640        0.5410        0.5551             3410
5_1_grt                        10640        0.5657        0.4914             3658
6_report                       10640        0.5373        0.5730             3415
-- area by class of cell --
class	count	area, sq um
clock buffers	9	225.2
clock inverters	71	320.3
fillers	1932	9858
inverters	33	123.9
multi-input cells	759	4710
flip-flops and latches	108	3213
well taps	270	337.8
repair buffers	175	1707
-- state kept, by name, summed over array words and instances, names as in the netlist, 2 cells and up --
register / flops
addrMuxSelector: 2
cSelector: 2
stackPointer.val: 32
curVals: 16
programCounter.val: 32
memOutReg: 16
-- power by group through the flow --
stage / clock network [uW] / registers, uW / logic (uW)
6_report: 555 / 1290 / 1570
5_1_grt: 605 / 1330 / 1730
4_1_cts: 566 / 1280 / 1570
-- routing by layer --
metal / global-route usage (%) / vias up / part of all wire (%)
met2: 43.82 / 410 / 46
li1: - / 4015 / -
met4: 9.124 / 0 / 3.5
met3: 6.803 / 59 / 8.4
met5: 0 / - / 0
met1: 43.21 / 4034 / 42
-- final timing paths --
path / from / to / slack [ns] / depth (start not counted)
setup / recovery: stackPointer.val[6]$_DFFE_NP_ / Cout[6] / 0.57 / 3
hold / removal: addrMuxSelector[0]$_SDFFE_PN0P_ / addrMuxSelector[0]$_SDFFE_PN0P_ / 0.54 / 2
setup reg to reg: curVals[10]$_SDFFCE_PP0P_ / programCounter.val[20]$_DFFE_NP_ / 1.36 / 8
hold reg to reg: addrMuxSelector[0]$_SDFFE_PN0P_ / addrMuxSelector[0]$_SDFFE_PN0P_ / 0.54 / 2
Power is estimated from default activity; no workload was simulated.
