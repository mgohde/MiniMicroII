`./config.mk`:
```
export PLATFORM = sky130hd
export DESIGN_NAME = registerfile
export DESIGN_NICKNAME = registerfile
export VERILOG_FILES = /design/flow/design.v
export SDC_FILE = /design/flow/constraint.sdc
export NUM_CORES = 4
export LEC_CHECK = 1
export CORE_UTILIZATION = 30
```
`./constraint.sdc`:
```
current_design registerfile

set clk_period 7.9
set clk_io_pct 0.2

create_clock -name clk0 -period $clk_period [get_ports {clk}]

set non_clock_inputs [all_inputs -no_clocks]
set_input_delay [expr $clk_period * $clk_io_pct] -clock clk0 $non_clock_inputs
set_output_delay [expr $clk_period * $clk_io_pct] -clock clk0 [all_outputs]
```
`./design.v`:
```
module registerfile(
	clk,
	rst,
	as1,
	bs1,
	cs1,
	cw1,
	cd1,
	as2,
	bs2,
	cs2,
	cw2,
	cd2,
	AD1,
	BD1,
	CD1,
	WT1,
	AD2,
	BD2,
	CD2,
	WT2
	);
input clk;
input rst;
input [2:0] as1;
input [2:0] bs1;
input [2:0] cs1;
input cw1;
input [15:0] cd1;
output [15:0] AD1;
output [15:0] BD1;
output [15:0] CD1;
output WT1;  
input [2:0] as2;
input [2:0] bs2;
input [2:0] cs2;
input cw2;
input [15:0] cd2;
output [15:0] AD2;
output [15:0] BD2;
output [15:0] CD2;
output WT2;  
reg [15:0] rDat [0:7];
assign AD1=rDat[as1];
assign AD2=rDat[as2];
assign BD1=rDat[bs1];
assign BD2=rDat[bs2];
assign CD1=rDat[cs1];
assign CD2=rDat[cs2];
assign WT1=(cs1==cs2)&&cw2;
assign WT2=(cs1==cs2)&&cw1;
always@(posedge clk or posedge rst) begin
	if(rst) begin
		rDat[0]<=0;
		rDat[1]<=0;
		rDat[2]<=0;
		rDat[3]<=0;		
		rDat[4]<=0;
		rDat[5]<=0;	
		rDat[6]<=0;
		rDat[7]<=0;
	end
	else begin
		if(cw1&&~WT1) begin
			rDat[cs1]<=cd1;
		end
		if(cw2&&~WT2) begin
			rDat[cs2]<=cd2;
		end
	end
end
endmodule
```
`./run.sh`:
```
#!/bin/bash
# OpenROAD 26Q1-2900-gdf79404cd8, Yosys 0.63+post, stock flow scripts
make -C /OpenROAD-flow-scripts/flow DESIGN_CONFIG=/design/flow/config.mk WORK_HOME=/design/flow/orfs finish
```
==> Implementation_results.wiki <==
== Flow metrics ==
{| class="wikitable"
! Metric !! Value
|-
| Run status || finished clean
|-
| Setup crit start kind || primary input
|-
| Worst clock skew || 0 ns
|-
| Max Cap Viol || 0
|-
| Number of rows created at floorplan || ~74
|-
| Post-CTS setup repair buffer count || 0
|-
| Cell type of the slowest stage on the worst timing path || clkinv_1
|-
| Worst hold-check path type || reg -> reg
|-
| Async set-or-reset flop fraction in the synthesized netlist || 100.0%
|-
| Sum of routed wire length over all layers || 57100 um
|-
| Warnings, synthesis || 2
|-
| RSZ-0062 raised after global routing || false
|-
| Final GP Congestion || just under 1
|-
| Synth top area cells || dfrtp_1 26%, mux4_2 11%, nor2_1 8.3%
|-
| Crit. End Element || primary output
|-
| R2r endpoint || rDat[2][4]$_DFF_PP0_
|-
| Worst Hold End || rDat[4][10]$_DFF_PP0_
|-
| Count of flip-flops with a built-in enable after synthesis || 0
|-
| Fin Setup TNS || 0 ns
|-
| Largest net degree at the start of global routing || approximately 50
|-
| Setup violation total in the final timing report || 0
|-
| Least-Margin Pin Slew || 1.053 ns
|-
| Initial DRC count || roughly 1400
|-
| Number of filler cells placed in the layout || 4120
|-
| Overall Global Routing Usage || 27.75%
|-
| Total tool warning count || 25
|-
| Cts hold-fix bufs || 0
|-
| Distinct cell type count of the synthesized netlist || 54
|-
| Area figure in the yosys stat output || 0.01236 mm2
|-
| DR WL/cell || 26.96 um
|-
| Number of antenna violations at the first check in global routing || 0
|-
| Worst hold start || rDat[4][10]$_DFF_PP0_
|-
| Worst hold slack after final layout || 0.5937 ns
|-
| Clock Path Buffers || 2
|-
| Post-CTS Resized || 0
|-
| Worst reg2reg path depth || 2
|-
| Most used logic cell in the final layout || nor2_1
|-
| Share of the yosys chip area belonging to registers || 25.91%
|-
| GRT overflow || 0
|-
| Commonest cells after routing, fill and taps aside || 273 x nor2_1, 162 x a21oi_1, 137 x clkdlybuf4s50_1
|-
| Number of antenna cells inserted || 0
|-
| Post-synthesis area per instance || 8.023 um2
|-
| Number of detailed-routing iterations run before antenna repair || 5
|-
| Antenna Violating Nets Remaining || 0
|-
| Number of global-route vias before repair || 12450
|-
| Critical Path Fanout Max || 39
|-
| Ports placed on the boundary || roughly 150
|-
| Clock-pin slew reported for the worst setup and hold paths after clock tree synthesis || about 0.050 ns
|-
| FF+latch count, synth || 128
|-
| Fmax achieved || 165.2 MHz
|-
| Register with the highest flop count || rDat
|-
| Share of the synthesized area in the top cell type || 25.91%
|-
| Via density || between 6 and 7
|-
| Post-detail-place hpwl || 43350 um
|-
| Signed area change from the synthesized netlist to the final layout || 18.96%
|-
| Mapped Cells || 1541
|-
| Top_reg_cell synth || dfrtp_1
|-
| Starting utilization of the core area || 30.35%
|-
| Yosys top cell by area || dfrtp_1
|-
| Power density relative to cell area || 234.2 mW/mm2
|-
| PortBufs || 151
|-
| Die Size || approximately 0.042 mm2
|-
| Remaining DRCs || 0
|-
| Relative slew slack || 29.64%
|-
| Period utilisation layout || around 77%
|-
| Data arrival time of the critical path || 4.47 ns
|-
| Total standard cell area after synthesis || 0.01236 mm2
|-
| Total number of clock tree sinks || between 100 and 150
|-
| Critical path class || in -> out
|-
| Largest registers || rDat x128
|-
| Number of CTS-inserted buffers || 17
|-
| Largest stage delay, worst path || roughly 0.50 ns
|-
| Flip-flop count of the largest register, all copies and words added || 128
|-
| Setup slack of the most critical reg-to-reg path || 6.84 ns
|-
| Wire length of the first global-routing pass || 84040 um
|-
| Yosys Instances || 1541
|-
| Series of cell instances along the critical path || clkdlybuf4s50_1 -> buf_4 -> clkinv_1 -> nor2_1 -> a22o_1 -> a221oi_1 -> nor2_1 -> clkdlybuf4s50_1
|-
| Total number of vias || 13110
|-
| Worst IR drop on VDD || around 0.17 mV
|-
| Library cell used as clock root buffer || clkbuf_16
|-
| Number of hold violations in the final report || 0
|-
| Share of post-route cells with drive strength above 1 || 12.99%
|-
| Number of cells on the worst hold path || 2
|-
| Total core area || 0.04074 mm2
|-
| Cell leakage power || 5.791 nW
|-
| Die X || ~200 um
|-
| Layout Utilization || 36.10%
|-
| Final max-slew violation count || 0
|-
| Worst r2r src || rDat[2][4]$_DFF_PP0_
|-
| Shortest clock period the worst path allows after layout || 6.055 ns
|-
| TritonCTS clock tree || built
|-
| Die y size || 205.0 um
|-
| Count of H-tree levels built during CTS || 4
|-
| Critical path required time || ~6.3 ns
|-
| Insertion delay to the later sink of the worst-skew pair || 0.42 ns
|}
==> cells by family (layout without fill, tap and decap cells) <==
group                  Yosys count  count (layout)  share of synthesized area, %
AND-OR/OR-AND                  522             522                         28.74
AND/OR/NAND/NOR                495             495                         17.07
buffers and inverters          218             263                         7.317
multiplexers                   175             175                         20.75
flip-flops                     128             128                         25.91
XOR/XNOR                         3               3                        0.2126
==> cell usage after synthesis, types with 4 or more instances <==
library cell and number:
buf_6 4, and2_1 16, a211oi_1 4, or3_1 10, nand3_1 23, clkbuf_2 11
a31oi_1 29, o22a_1 9, clkinv_1 4, inv_1 35, nand2_1 118, o21ai_0 49
buf_1 17, o2bb2ai_1 9, nor3_1 5, mux2_2 50, mux4_2 60, o221ai_1 15
a221oi_1 90, and3_1 8, nor2_1 273, o21a_1 17, dfrtp_1 128, a21oi_1 162
buf_2 31, o22ai_1 7, a22o_1 26, mux2i_1 65, clkbuf_1 114, nand4_1 4
a22oi_1 88, nor2b_1 20, nand2b_1 7
==> layout make-up <==
| type | instances | area [um2] | share of cell area (%) |
|---|---|---|---|
| Multi-Input combinational cell | 1195 | 8270 | 56.24 |
| Tap cell | 532 | 665.6 | 4.526 |
| Clock inverter | 12 | 206.4 | 1.404 |
| Timing Repair Buffer | 191 | 1742 | 11.84 |
| Inverter | 40 | 152.6 | 1.038 |
| Sequential cell | 128 | 3203 | 21.78 |
| Clock buffer | 20 | 466.7 | 3.173 |
==> metrics by stage <==
stage	std cells	setup slack [ns]	instance area [um2]	total power [W]
global placement	2086	1.943	14030	0.002517
floorplan	1541	2.907	12360	0.001810
CTS	2118	1.890	14710	0.003412
global route	2118	1.775	14710	0.003609
finish	2118	1.845	14710	0.003444
detailed placement	2086	1.895	14030	0.002519
==> critical path, delay by kind of cell <==
family / cells / cell delay (ns)
buffers and inverters: 4 / 1.89
AOI/OAI and AO/OA: 2 / 0.30
and+or+nand+nor: 2 / 0.68
==> how the worst max path moves through the flow <==
stage	from	to	slack (ns)	cells after the start
after CTS	bs2[1]	BD2[10]	1.89	7
after global routing	bs2[1]	BD2[0]	1.77	8
final	bs2[1]	BD2[0]	1.85	8
==> metal layers <==
metal / part of all wire, % / global-route usage [%] / routed length, um / vias up
li1: - / - / - / 5816
met1: 43 / 41.68 / 24750 / 6414
met2: 44 / 40.37 / 24850 / 816
met3: 11 / 8.247 / 6284 / 67
met4: 2.1 / 5.132 / 1220 / 0
met5: 0 / 0 / 0 / -
==> power by group <==
group	switching [W]	internal (W)	leakage, nW
clock network	0.000303	0.000586	0.315
logic	0.000539	0.000727	3.97
registers	0.000482	0.000806	1.51
total	0.00132	0.00212	5.79
Power figures rest on the tool's default switching activity, not on a simulated workload.
